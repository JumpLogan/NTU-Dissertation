$ cat flow/design.v
module QAM(
		CLK,
		serial_in,
		Ik,
		Qk,
		Isam,
		Qsam,
		Irrc,
		Qrrc);
input CLK;
input	serial_in;
output signed [2:0]	Ik, Qk;
output signed [2:0]	Isam, Qsam;
output signed [2:0]	Irrc, Qrrc;
wire	signed [2:0]	Ik, Qk;
wire	signed [2:0]	Isam, Qsam;
wire	signed [2:0]	Irrc, Qrrc;
IQ U_iq(
	.CLK				(CLK),
	.serial_in		(serial_in),
	.Ik				(Ik),
	.Qk				(Qk));
Upsample U_upsample(
	.CLK				(CLK),
	.Ik				(Ik),
	.Qk				(Qk),
	.Isam				(Isam),
	.Qsam				(Qsam));
RRC_filter U_rrc(
	.CLK				(CLK),
	.Isam				(Isam),
	.Qsam				(Qsam),
	.Irrc				(Irrc),
	.Qrrc				(Qrrc));
endmodule
module IQ(
		CLK,
		serial_in,
		Ik,
		Qk);
input	CLK;
input	serial_in;
output signed [2:0]	Ik, Qk;
reg oldI1, oldI2, newI1, newI2;
reg signed [2:0]	Ik, Qk;
reg [2:0] count;
reg [3:0] shift, parallel_out;
initial begin
	count = 3'b000;
	shift = 4'b0000;
	parallel_out = 4'b0000;
	oldI1 = 1;
	oldI2 = 0;
end 
always@(posedge CLK) begin
		count = count + 3'b001;
		shift = {shift[2:0],serial_in};
		if (count == 4) begin
			parallel_out = shift;
			count = 0;
		end
		if (oldI1 == oldI2) begin
			newI1 = parallel_out[0] ^ oldI1;
			newI2 = parallel_out[1] ^ oldI2;
		end
		else begin
			newI1 = parallel_out[1] ^ oldI1;
			newI2 = parallel_out[0] ^ oldI2;
		end
		oldI1 = newI1;
		oldI2 = newI2;
		if (~newI1 & ~newI2)
			Ik = -2;
		if (~newI1 & newI2)
			Ik = -1;
		if (newI1 & newI2)
			Ik = 1;
		if (newI1 & ~newI2)
			Ik = 2;
		if (~parallel_out[2] & ~parallel_out[3])
			Qk = -2;
		if (~parallel_out[2] & parallel_out[3])
			Qk = -1;
		if (parallel_out[2] & parallel_out[3])
			Qk = 1;
		if (parallel_out[2] & ~parallel_out[3])
			Qk = 2;	
end	
endmodule
module Upsample(
    CLK,
	 Ik,
	 Qk,
	 Isam,
	 Qsam);
input	CLK;
input	signed [2:0]	Ik, Qk;
output signed [2:0]	Isam, Qsam;
parameter NUM_SAMPLES = 16;
reg signed [2:0]	Isam, Qsam;
integer i;
initial i = 0;
always@(posedge CLK) begin
	if(i % NUM_SAMPLES == 0) begin
		Isam = Ik;
		Qsam = Qk;
	end
	else begin
		Isam = 0;
		Qsam = 0;
	end
	i = i + 1;
end
endmodule
module RRC_filter(
	CLK,
	Isam,
	Qsam,
	Irrc,
	Qrrc);
input	CLK;
input	signed [2:0]	Isam, Qsam;
output signed [2:0]	Irrc, Qrrc;
parameter NUM_TAPS = 40;
parameter c0 = 184,
	c1 = 278,
	c2 = 331,
	c3 = 320,
	c4 = 231,
	c5 = 67,
	c6 = -156,
	c7 = -403,
	c8 = -629,
	c9 = -778,
	c10 = -798,
	c11 = -648,
	c12 = -307,
	c13 = 223,
	c14 = 912,
	c15 = 1703,
	c16 = 2520,
	c17 = 3278,
	c18 = 3892,
	c19 = 4292,
	c20 = 4431,
	c21 = 4292,
	c22 = 3892,
	c23 = 3278,
	c24 = 2520,
	c25 = 1703,
	c26 = 912,
	c27 = 223,
	c28 = -307,
	c29 = -648,
	c30 = -798,
	c31 = -778,
	c32 = -629,
	c33 = -403,
	c34 = -156,
	c35 = 67,
	c36 = 231,
	c37 = 320,
	c38 = 331,
	c39 = 278,
	c40 = 184;
reg signed [2:0] Ireg	[NUM_TAPS-1 : 0];
reg signed [2:0] Qreg	[NUM_TAPS-1 : 0];
reg signed [2:0] Irrc, Qrrc;
reg signed [15:0] Iacc, Qacc;
integer i;
always@(posedge CLK) begin
	Ireg[0] = Isam; 
	Qreg[0] = Qsam;
	Iacc = c0*Ireg[0] + c1*Ireg[1] + c2*Ireg[2] + c3*Ireg[3] + c4*Ireg[4] + c5*Ireg[5] + c6*Ireg[6] + c7*Ireg[7] + c8*Ireg[8] + c9*Qreg[9] 
		+ c10*Ireg[10] + c11*Ireg[11] + c12*Ireg[12] + c13*Ireg[13] + c14*Ireg[14] + c15*Ireg[15] + c16*Ireg[16] + c17*Ireg[17] + c18*Qreg[18] + c19*Qreg[19] 
		+ c20*Ireg[20] + c21*Ireg[21] + c22*Ireg[22] + c23*Ireg[23] + c24*Ireg[24] + c25*Ireg[25] + c26*Ireg[26] + c27*Ireg[27] + c28*Qreg[28] + c29*Qreg[29] 
		+ c30*Ireg[30] + c31*Ireg[31] + c32*Ireg[32] + c33*Ireg[33] + c34*Ireg[34] + c35*Ireg[35] + c36*Ireg[36] + c37*Ireg[37] + c38*Qreg[38] + c39*Qreg[39];
	Qacc = c0*Qreg[0] + c1*Qreg[1] + c2*Qreg[2] + c3*Qreg[3] + c4*Qreg[4] + c5*Qreg[5] + c6*Qreg[6] + c7*Qreg[7] + c8*Qreg[8] + c9*Qreg[9] 
		+ c10*Qreg[10] + c11*Qreg[11] + c12*Qreg[12] + c13*Qreg[13] + c14*Qreg[14] + c15*Qreg[15] + c16*Qreg[16] + c17*Qreg[17] + c18*Qreg[18] + c19*Qreg[19] 
		+ c20*Qreg[20] + c21*Qreg[21] + c22*Qreg[22] + c23*Qreg[23] + c24*Qreg[24] + c25*Qreg[25] + c26*Qreg[26] + c27*Qreg[27] + c28*Qreg[28] + c29*Qreg[29] 
		+ c30*Qreg[30] + c31*Qreg[31] + c32*Qreg[32] + c33*Qreg[33] + c34*Qreg[34] + c35*Qreg[35] + c36*Qreg[36] + c37*Qreg[37] + c38*Qreg[38] + c39*Qreg[39];
	Irrc = Iacc << 15;
	Qrrc = Qacc << 15;
	for(i = NUM_TAPS-1; i > 0; i=i-1) begin	 
		Ireg[i] = Ireg[i-1];
		Qreg[i] = Qreg[i-1];
	end
end
endmodule
$ cat flow/run.sh
#!/bin/bash
# OpenROAD 26Q1-2900-gdf79404cd8, Yosys 0.63+post, stock flow scripts
make -C /OpenROAD-flow-scripts/flow DESIGN_CONFIG=/design/flow/config.mk WORK_HOME=/design/flow/orfs finish
$ cat flow/config.mk
export PLATFORM = sky130hd
export DESIGN_NAME = QAM
export DESIGN_NICKNAME = QAM
export VERILOG_FILES = /design/flow/design.v
export SDC_FILE = /design/flow/constraint.sdc
export NUM_CORES = 4
export LEC_CHECK = 1
export CORE_AREA = 10 10 114 114
export DIE_AREA = 0 0 124 124
$ cat flow/constraint.sdc
current_design QAM

set clk_period 5.8
set clk_io_pct 0.2

create_clock -name clk0 -period $clk_period [get_ports {CLK}]

set non_clock_inputs [all_inputs -no_clocks]
set_input_delay [expr $clk_period * $clk_io_pct] -clock clk0 $non_clock_inputs
set_output_delay [expr $clk_period * $clk_io_pct] -clock clk0 [all_outputs]
==> changes_impl.md <==
## Implementation

- Number of global-route vias before repair: roughly 580
- Reg2reg start: U_iq.count[0]
- Tmin final: 2310 ps
- Net Switching: 98.0 uW
- Part of the power in registers: 52.8%
- Mean Syn Cell Area: between 10 and 15 um2
- Slowest stage delay, CP: about 500 ps
- Post-synth seq share: 56.4%
- CP Max Fanout: 2
- Fin crit share: about two fifths
- Top-count cell post-synth: dfxtp_1
- Worst EP arrival: roughly 1200 ps
- Post-synth regs: 28
- Pins Over Slew Limit: 0
- DRC: 0
- Cts bufs inserted: 3
- Worst hold path class: register to register
- Die width: 124 um
- Synth area leaders: dfxtp_1, ha_1, buf_4, and2_1, mux2_2
- Cell Type Count: 27
- Core Box Area: 10400 um2
- Area leader share: 56.4%
- Clock group share of total power: 34.0%
- Most instantiated cells after synthesis: dfxtp_1, and2_1, nand2_1
- Port bufs: 13
- Worst path buffer plus inverter count: 1
- Crit path DRT: 4640 ps
- Post-synth top area cell: dfxtp_1
- Design Power: 438 uW
- Vias per inst: 2.62
- Row count: 37
- Static Leak: 0.506 nW
- Clock Skews: 5.53 ps
- CTS clk-pin slew, worst paths: 90 ps
- P&R area growth vs syn: 33.8%
- I/O Pins: 20
- Max-cap violations: 0
- Log Warnings: 27
- Drt first pass iters: 4
- Cell family with most CP delay: buffers and inverters
- Mapped Cells: 93
- CTS resizes: 0
- Detailed-placement wirelength estimate: ~1.4 mm
- Synth async-reset ratio: 0%
- CP Cell Sequence: clkdlybuf4s50_1
- Crit. Startpoint: U_iq.Ik[0]
- Antenna cells: 0
- Worst Setup End Kind: output pin
- First-pass GRT wire length: 2.75 mm
- Initial antenna violation count: 0
- Die footprint: 15400 um2
- Status: complete, no violations
- Peak supply drop: roughly 0.15 mV
- 1st-iter DRT viols: 27
- DR vias: 637
- EDFF count, synth: 0
- GRT overflow: 0
- Sw Share: 22.4%
- CTS sink cnt: 28
- Worst Setup Path Type: register to output pin
- CTS tree: yes
- Final Hold Violation Tally: 0
- Number of synthesis warnings: 5
- Yosys cell count: 93
- Hold_buf cts: 0
- RSZ-0062 raised after global routing: false
- RePlAce Congestion: 0.752
- Avg WL per Cell: 7.32 um
- Pwr dens: 329 nW/um2
- Setup Buffers After CTS: 0
- Floorplan core density: under 10%
- H-tree Lvls: 1
- Final setup violation count: 0
- Total wire length: 1.78 mm
- Antenna Nets Post-Route: 0
- Int Pwr: 340 uW
- Comb pwr share: a little over an eighth
- Max Buffers Root-to-Sink: 2
- YS chip area: 995 um2
- Commonest flop: dfxtp_1
- FMAX: roughly 430 MHz
- DIE HEIGHT: 124 um
- Synthesized area: 995 um2
- Largest net degree at the start of global routing: 17
- Slowest CP cell: clkdlybuf4s50_1
- Late-Pin Clk Latency: approximately 270 ps
- CTS root buffer: clkbuf_8
- Critical Path Start Type: register
- Setup_tns: 0 ps
- Aggregate global-route resource usage: 2.30%
- Share of layout cells above drive strength 1: under 10%
- Worst hold start: U_iq.shift[1]
-- cells by family (layout without fill, tap and decap cells) --
family | after synthesis | count (layout) | synth area share, %
DFF | 28 | 28 | 56.4
and+or+nand+nor | 27 | 27 | 14.1
AOI/OAI and AO/OA | 14 | 14 | 9.56
buffers and inverters | 12 | 21 | 6.92
adders and majority gates | 4 | 4 | 5.03
xor gates and xnor gates | 4 | 4 | 4.28
muxes | 3 | 3 | 3.40
other | 1 | 6 | 0.377
-- placed cells by master (no fill, tap or decap) --
cell,Yosys,layout
xor2_1,1,1
nand2_1,7,7
or3_1,2,2
ha_1,4,4
nor3_1,2,2
bufinv_16,0,1
inv_1,4,4
and3_1,1,1
conb_1,1,6
clkdlybuf4s50_1,0,13
xnor2_1,2,2
a32oi_1,1,1
a21oi_1,3,3
xor2_2,1,1
clkbuf_8,0,3
a21boi_0,1,1
nand3_1,4,4
o21ai_0,4,4
dfxtp_1,28,28
nor3b_1,1,1
a31oi_1,1,1
mux2_2,3,3
a32o_1,3,3
nor2_1,2,2
nand4_1,1,1
and2_1,7,7
a21o_1,1,1
-- flip-flops by register name, summed over array words and instances, names as in the netlist --
name               cells
U_iq.shift             3
U_iq.Qk                3
U_iq.oldI1             1
U_upsample.i           4
U_upsample.Qsam        3
U_upsample.Isam        3
U_iq.Ik                3
U_iq.parallel_out      4
U_iq.oldI2             1
U_iq.count             3
-- area by class of cell --
type                    count  area [um2]
clock buffers               3        41.3
well taps                 136         170
clock inverters             1        30.0
fillers                  1189        9080
repair buffers             13         130
flip-flops and latches     28         561
multi-input cells          58         384
inverters                   4        15.0
-- per-stage QoR --
stage | instance area (um2) | setup slack (ps) | hold WS, ps | utilization (%) | std cells
after floorplan | 1010 | 3810 | 327 | - | 98
after global placement | 1260 | 3310 | 336 | 12.1 | 239
after detailed placement | 1260 | 3290 | 344 | 12.1 | 239
after CTS | 1330 | 3420 | 366 | 12.8 | 243
after global routing | 1330 | 3390 | 373 | 12.8 | 243
final | 1330 | 3490 | 367 | 12.8 | 243
-- routing by layer --
layer	vias up	track usage, %	wire (um)
li1	328	-	-
met1	285	3.28	951
met2	22	3.08	629
met3	2	1.29	193
met4	0	0.144	3
met5	-	0	0
-- power groups by stage --
stage / sequential [mW] / clock (mW) / combinational, mW
final: 0.231 / 0.149 / 0.0575
after global routing: 0.236 / 0.165 / 0.0657
after CTS: 0.232 / 0.155 / 0.0600
-- worst paths after layout --
path	endpoint	slack, ps	cells after the start
max	Ik[0]	3490	1
min	U_iq.shift[2]	370	0
max reg2reg	U_iq.oldI1	3970	5
min reg2reg	U_iq.shift[2]	370	0
Power figures rest on the tool's default switching activity, not on a simulated workload.
