`/design/flow/config.mk`:
```
export PLATFORM = sky130hd
export DESIGN_NAME = QPSK
export DESIGN_NICKNAME = QPSK
export VERILOG_FILES = /design/flow/design.v
export SDC_FILE = /design/flow/constraint.sdc
export NUM_CORES = 4
export LEC_CHECK = 1
export CORE_AREA = 10 10 70 70
export DIE_AREA = 0 0 80 80
```
`/design/flow/constraint.sdc`:
```
current_design QPSK

set clk_period 2.2
set clk_io_pct 0.2

create_clock -name clk0 -period $clk_period [get_ports {CLK}]

set non_clock_inputs [all_inputs -no_clocks]
set_input_delay [expr $clk_period * $clk_io_pct] -clock clk0 $non_clock_inputs
set_output_delay [expr $clk_period * $clk_io_pct] -clock clk0 [all_outputs]
```
`/design/flow/run.sh`:
```
#!/bin/bash
# OpenROAD 26Q1-2900-gdf79404cd8, Yosys 0.63+post, stock flow scripts
make -C /OpenROAD-flow-scripts/flow DESIGN_CONFIG=/design/flow/config.mk WORK_HOME=/design/flow/orfs finish
```
`/design/flow/design.v`:
```
module QPSK(
		CLK,
		serial_in,
		Ik,
		Qk);
input	CLK;
input	serial_in;
output signed [2:0]	Ik, Qk;
reg oldI1, oldI2, newI1, newI2;
reg signed [2:0]	Ik, Qk;
reg [2:0] count;
reg [3:0] shift, parallel_out;
initial begin
	count = 3'b000;
	shift = 4'b0000;
	parallel_out = 4'b0000;
	oldI1 = 1;
	oldI2 = 0;
end 
always@(posedge CLK) begin
		count = count + 3'b001;
		shift = {shift[2:0],serial_in};
		if (count == 4) begin
			parallel_out = shift;
			count = 0;
		end
		if (oldI1 == oldI2) begin
			newI1 = parallel_out[0] ^ oldI1;
			newI2 = parallel_out[1] ^ oldI2;
		end
		else begin
			newI1 = parallel_out[1] ^ oldI1;
			newI2 = parallel_out[0] ^ oldI2;
		end
		oldI1 = newI1;
		oldI2 = newI2;
		if (~newI1 & ~newI2)
			Ik = -2;
		if (~newI1 & newI2)
			Ik = -1;
		if (newI1 & newI2)
			Ik = 1;
		if (newI1 & ~newI2)
			Ik = 2;
		if (~parallel_out[2] & ~parallel_out[3])
			Qk = -2;
		if (~parallel_out[2] & parallel_out[3])
			Qk = -1;
		if (parallel_out[2] & parallel_out[3])
			Qk = 1;
		if (parallel_out[2] & ~parallel_out[3])
			Qk = 2;	
end	
endmodule
```
==> results.txt <==
run results: result of the run=finished clean, basic-gate share of the synthesized area counting and, or, nand and nor cells=8.40%, Synth logic family=multiplexers, switching component of the power=96.2 uW, RR Endpoint=Ik[2], Critical R2R Launch=count[0], final setup slack of the worst path=369 ps, Remaining DRCs=0, number of warnings issued by yosys=1, count of final hold-check violations=0, async set or reset register ratio after synthesis=0%, Static Leak=0.321 nW, violation count after the first detailed-routing iteration=9, yosys cell count=49, largest net degree at the start of global routing=11, total power density per cell area=691 nW/um^2, unrepaired setup endpoints after global routing=false, required time reported for the critical path endpoint=2380 ps, antenna violations before repair=0, Hold EP=shift[2], internal power of the cells=431 uW, Critical Path Source Type=flip-flop, number of buffers inserted by hold repair at cts=0, accumulated negative setup slack=0 ps, post-CTS setup buffers=0, number of global-route vias before repair=322, area of the chip=6400 um^2, filler cell count in the final layout=388, CTS buffer count=3, routability-driven placement congestion ratio=0.759, commonest register cell after synthesis=dfxtp_1, Top Ports=8, proportion of netlist area held by the largest area contributor=59.0%, Clock power frac=36.9%, average footprint of a synthesized cell=12.5 um^2, post-DR wirelength/cell=7.77 um, placeable core area=3420 um^2, Final ANT Viol Nets=0, slew at the pin closest to its max-slew limit=456 ps, cell area after technology mapping=611 um^2, stage-log warning count=25, number of port buffers=7, switching share of power=18.2%, via-per-instance ratio=3.23, maximum VDD drop=0.518 mV, XOR-XNOR Cells, Area Fraction=2.87%, final core utilization=22.3%, ratio of final minimum period to clock period=83.2%, clk sinks=18, Sequential Power Share=62.6%, global-route wire length before repair=1370 um, dpl ws=358 ps, vertical die size=80 um, TritonCTS clock tree=done, via count=339, Worst Hold Launch=shift[1], number of cells on the worst hold path=0, horizontal extent of the die=80 um, library cell with the highest instance count after synthesis=dfxtp_1, Multi-input gate area=224 um^2, yosys adder share=4.10%, post-cts resize count=0, area taken by flip-flops and latches=360 um^2, post-synth area from yosys stat=611 um^2, Seq cells post-synth=18, share of final-layout standard cells stronger than drive strength 1=16.9%, Fmax=546 MHz, Init Core Util=17.9%, router iterations before antenna repair=4, layout-stage area growth over the synthesis result=25.0%, share of synthesized area spent on multiplexers=16.2%, kind of end point of the critical path=flip-flop, flip-flops with a built-in enable=0, global-route total usage across every layer=2.67%, sequential cell area fraction in the yosys report=59.0%, Site Rows=21, top cells by area=dfxtp_1 (59%), mux2i_4 (7.4%), mux2_2 (5.5%), ha_1 (4.1%), a211oi_1 (3.7%), Insertion Delay late pin=290 ps, Comb power frac=0.5%, synth cell count leaders=dfxtp_1 (18), nor2_1 (5), inv_1 (4), Worst Hold Slack=352 ps, number of cells traversed by the worst register-to-register path=5, share of synthesized cell area in and-or and or-and compound cells=5.12%, type of the worst setup path=flip-flop to flip-flop, GRT overflow=0, post-detail-place hpwl=643 um, number of inserted diodes=0, crit-path max FO=8, number of unique standard cell types used by synthesis=14, root cell of the clock tree=clkbuf_4, max-slew violation count=0, total of endpoints with negative setup slack in the final report=0, number of buffers on the longest clock path=2, wire length reported by the detailed router=816 um, Max-slew headroom=69.6%, post-synthesis instance total=49, clock-pin slew on the worst setup and hold paths=90 ps, min Tclk post-route=1830 ps, final worst clock skew=1.13 ps, worst path arrival time=2020 ps, max-cap check violation count=0, post-synth top area cell=dfxtp_1, kind of path behind the tightest hold check=flip-flop to flip-flop, r2r setup slk=370 ps, number of H-tree branching levels=1
-- metal layers --
| layer | wire (um) | share of wire [%] | track usage [%] | up-vias |
|---|---|---|---|---|
| met5 | 0 | 0 | 0 | - |
| met2 | 350 | 43 | 3.61 | 8 |
| met1 | 365 | 45 | 3.16 | 145 |
| met3 | 88 | 11 | 2.27 | 2 |
| li1 | - | - | - | 184 |
| met4 | 11 | 1.3 | 0.528 | 0 |
-- state kept, by name, indices dropped and copies added, names as in the netlist --
register	cells
Ik	3
Qk	3
count	3
oldI1	1
oldI2	1
parallel_out	4
shift	3
-- placed cells by master, fill, tap and decap left out, drive strengths merged --
| cell | count |
|---|---|
| inv | 4 |
| nand2 | 3 |
| ha | 2 |
| a211oi | 3 |
| a211o | 1 |
| clkdlybuf4s50 | 7 |
| dfxtp | 18 |
| nor2 | 5 |
| and2b | 1 |
| nand2b | 2 |
| clkbuf | 4 |
| mux2i | 4 |
| mux2 | 3 |
| xnor2 | 2 |
-- cell families (layout without fill, tap and decap cells) --
kind of cell               Yosys count  after routing
DFF                                 18             18
and+or+nand+nor                     11             11
muxes                                7              7
buffers and inverters                5             15
AOI/OAI and AO/OA                    4              4
adders and majority gates            2              2
xor gates and xnor gates             2              2
-- metrics by stage --
step | cells | power (mW) | instance area (um^2)
detailed placement | 101 | 0.340 | 727
global route | 105 | 0.554 | 763
finish | 105 | 0.527 | 763
floorplan | 49 | 0.338 | 611
CTS | 105 | 0.536 | 763
global placement | 101 | 0.340 | 727
-- how the worst max path moves through the flow --
| stage | startpoint | end | slack, ps | cells after the start |
|---|---|---|---|---|
| 6_report | count[0] | Ik[2] | 370 | 5 |
| 4_1_cts | count[0] | Ik[2] | 340 | 5 |
| 5_1_grt | count[0] | Ik[2] | 230 | 5 |
-- final cells by class --
class | instances | area share, %
flip-flops and latches | 18 | 47.2
multi-input cells | 26 | 29.3
repair buffers | 7 | 9.18
well taps | 46 | 7.54
clock buffers | 4 | 4.75
inverters | 4 | 1.97
-- power by group through the flow --
stage                 clock [mW]  combinational [mW]  sequential (mW)
after CTS                  0.204             0.00278            0.330
after global routing       0.220             0.00285            0.331
final                      0.195             0.00276            0.330
-- worst max-delay path, stage by stage (launching register included) --
cell and delay [ps]:
dfxtp_1 340, ha_1 160, ha_1 430, mux2i_4 390, mux2i_1 130, a211o_1 270
No activity file was given, so power comes from the tool's default toggle rates.
